File: flow/design.v
module reg_file( clk, RegWrite, RN1, RN2, WN, WD, RD1, RD2 );
	input clk;
	input RegWrite;
	input[4:0] RN1, RN2, WN;
	input[31:0] WD;
	output[31:0] RD1, RD2;
	reg[31:0] RD1, RD2;
	reg[31:0] file_array[31:1];
	always @( RN1 or file_array[RN1] ) begin   
		if ( RN1 == 0 )
			RD1 = 32'd0;
		else
			RD1 = file_array[RN1];
	    $display( "%d, reg_file[%d] => %d (Port 1)", $time/10, RN1, RD1);
	end
	always @( RN2 or file_array[RN2] ) begin
		if ( RN2 == 0 )
			RD2 = 32'd0;
		else
			RD2 = file_array[RN2];
		$display( "%d, reg_file[%d] => %d (Port 2)", $time/10, RN2, RD2);
	end
	always @( posedge clk ) begin
		if ( RegWrite && (WN != 0) ) begin
			file_array[WN] <= WD;
			$display( "%d, reg_file[%d] <= %d (Write)", $time/10, WN, WD);
		end
	end
endmodule
File: flow/run.sh
#!/bin/bash
# OpenROAD 26Q1-2900-gdf79404cd8, Yosys 0.63+post, stock flow scripts
make -C /OpenROAD-flow-scripts/flow DESIGN_CONFIG=/design/flow/config.mk WORK_HOME=/design/flow/orfs finish
File: flow/config.mk
export PLATFORM = sky130hd
export DESIGN_NAME = reg_file
export DESIGN_NICKNAME = reg_file
export VERILOG_FILES = /design/flow/design.v
export SDC_FILE = /design/flow/constraint.sdc
export NUM_CORES = 4
export LEC_CHECK = 1
export CORE_UTILIZATION = 50
File: flow/constraint.sdc
current_design reg_file

set clk_period 5.7
set clk_io_pct 0.2

create_clock -name clk0 -period $clk_period [get_ports {clk}]

set non_clock_inputs [all_inputs -no_clocks]
set_input_delay [expr $clk_period * $clk_io_pct] -clock clk0 $non_clock_inputs
set_output_delay [expr $clk_period * $clk_io_pct] -clock clk0 [all_outputs]
==> impl_metrics.py <==
# Physical implementation metrics
metrics = {
    "synthesis": {
        "avgSynthCellArea_um2": 17.9,
        "synthDistinctLibCells": 38,
        "largest_area_cell": "edfxtp_1",
        "ys_cells": 2601,
        "synth-edff-count": 992,
        "common_cells": "992 x edfxtp_1, 339 x mux4_2, 316 x mux2i_1",
        "syn_area_um2": 46500,
        "top_cell_area_share": 0.641,
        "yosysChipArea_um2": 46500,
        "synthArstFlopShare": 0,
        "synthTopCellsByArea": "edfxtp_1 64%, mux4_2 16%, mux2i_1 6.8%",
        "synth.most_common_cell": "edfxtp_1",
        "seq_area_frac_synth": 0.641,
        "ys.flop_type": "edfxtp_1",
        "netlist_instances": 2601,
        "yosysWarnings": 3,
        "ys.flops": 992,
    },
    "run_status": {
        "outcome": "finished clean",
    },
    "pwr": {
        "p_per_area_nw_per_um2": 307,
        "max-vdd-ir-drop_mv": 0.250,
        "leakage_uw": 0.0179,
        "p_int_uw": 12800,
        "p_sw_frac": 0.224,
        "p_clk_frac": 0.412,
        "switching_power_uw": 3680,
        "finalPower_uw": 16500,
        "pwr-share-comb": 0.093,
        "seq_power_share": 0.495,
    },
    "min_path": {
        "hp-start": "WD[31]",
        "holdPathStages": 2,
        "hold_path_end": "file_array[15][31]",
        "hold_class": "in2reg",
    },
    "flow_run": {
        "warnings": 25,
        "max_cap_violations": 0,
    },
    "setup_path": {
        "cpMostUsedCell": "buf_4",
        "cp-end-kind": "output pin",
        "crit_type": "in2out",
        "crit_chain": "buf_4 -> nor2_4 -> buf_4 -> buf_4 -> a22oi_1 -> nand3_1 -> nand4_1 -> clkdlybuf4s50_1",
        "worstPathMaxFanout": 22,
        "max_stage_delay_ns": 0.72,
        "crit_required_ns": 4.56,
        "critPathArrivalTime_ns": 3.94,
        "cp_slowest_cell": "nor2_4",
        "cp-start-kind": "input pin",
    },
    "routing": {
        "first_pass_iters": 5,
        "wl_per_cell_um": 34.8,
        "avgViaCountPerCell": 6.61,
        "ant_nets": 0,
        "vias": 27400,
        "drcViolationCount": 0,
        "wl_um": 144000,
        "drtIter0Drc": 1940,
    },
    "clock_network": {
        "clockBufferDepth": 3,
        "htreeDepth": 3,
        "clkTransAtPathRegs_ns": 0.06,
        "cts_tree": "built",
        "cts_inserted_buffers": 108,
        "postCtsSetupBuffers": 0,
        "cts_resized": 0,
        "cts_root_buffer": "clkbuf_16",
        "ctsHoldBuffers": 0,
        "cts_sinks": 992,
    },
    "floorplanning": {
        "fp_util": 0.506,
        "die-width_um": 307,
        "io_pins": 113,
        "rows": 111,
        "die_h_um": 307,
        "die_area_um2": 94200,
        "core_area_um2": 91900,
    },
    "placement": {
        "gp_congestion": 0.889,
        "io_buffer_count": 112,
        "hpwl_um": 86800,
        "placed_area_um2": 50200,
    },
    "layout": {
        "top_register": "file_array",
        "largest_reg_flops": 992,
        "drive_above_1_share": 0.264,
        "top_regs": "file_array (992)",
        "syn_to_final_growth_pct": 15.2,
        "finish.instance_area_um2": 53600,
    },
    "grt": {
        "grt_usage": 0.351,
        "antenna_found_initial": 3,
        "grt_overflow": 0,
        "grt_pass1_vias": 30400,
        "grt_pass1_wl_um": 208000,
        "grt_max_degree": 58,
    },
    "timing": {
        "tns_ns": 0,
        "rsz0062_at_grt": "no",
        "setup_violations": 0,
        "worst_pin_slew_ns": 0.978,
        "fin_crit_sh": 0.891,
        "period_needed_ns": 5.08,
        "fmax_ghz": 0.197,
        "drv_slew": 0,
        "max-slew-margin-rel": 0.347,
        "hold_viol": 0,
    },
}
==> cell usage in the layout (no fill, tap or decap), types with 2 or more instances in the layout <==
cell type,count
nor2b_4,3
clkinv_2,19
nor2b_2,2
o21ai_0,14
buf_12,25
buf_8,3
a31oi_1,14
and2_1,33
clkbuf_1,28
a22o_1,45
clkdlybuf4s50_1,104
and3_1,14
a21oi_1,68
a22oi_1,92
edfxtp_1,992
nand3b_1,6
a311o_1,31
nor2b_1,31
mux2i_1,316
clkbuf_16,113
nor2_1,82
nand2_1,89
mux4_2,339
nand4_1,18
mux2_2,34
nor2_4,32
a211o_1,31
bufinv_16,9
o21ai_1,18
clkinv_1,26
mux4_1,9
nand3_1,52
or3b_2,3
buf_4,171
a211oi_1,18
==> worst max-delay path: cells and delay by family <==
kind / cells / cell delay (ns)
AOI/OAI and AO/OA: 1 / 0.12
buffers and inverters: 4 / 1.59
and+or+nand+nor: 3 / 1.02
==> final cells by class <==
cell class,instances,area (um^2)
well taps,1243,1560
fillers,6708,38400
repair buffers,306,2900
diodes,1,2.50
flip-flops and latches,992,29800
multi-input cells,1404,15900
clock buffers,141,2930
clock inverters,56,479
inverters,1,3.75
==> power by group through the flow <==
stage / combinational (uW) / clock, uW / sequential, uW
CTS: 1530 / 6870 / 8150
global route: 1620 / 7150 / 8160
finish: 1530 / 6780 / 8150
==> worst max path at each step <==
stage	startpoint	endpoint	slack [ns]	depth (start not counted)
after CTS	RN1[1]	RD1[16]	0.64	8
after global routing	RN1[1]	RD1[11]	0.50	8
final	RN1[1]	RD1[16]	0.62	8
==> logic make-up after synthesis <==
logic type | count (synthesis) | synth area share
and+or+nand+nor | 374 | 0.0385
muxes | 698 | 0.246
DFF | 992 | 0.641
buffers and inverters | 205 | 0.0236
AOI/OAI and AO/OA | 332 | 0.0517
==> per-layer routing <==
| layer | global-route usage | share of wire |
|---|---|---|
| met1 | 0.458 | 0.32 |
| met2 | 0.494 | 0.46 |
| met3 | 0.255 | 0.17 |
| met4 | 0.104 | 0.040 |
| met5 | 0.0186 | 0.0014 |
==> metrics by stage <==
stage               utilization  hold WS (ns)  setup slack (ns)  cells
finish                    0.583          1.28             0.623   4144
global route              0.583          1.28             0.498   4143
CTS                       0.583          1.25             0.637   4143
detailed placement        0.545          1.97             0.650   3946
global placement          0.545          1.96             0.644   3946
floorplan                     -          1.24              1.87   2601
Power is estimated from default activity; no workload was simulated.
