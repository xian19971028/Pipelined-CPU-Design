<file path="design/flow/config.mk">
export PLATFORM = sky130hd
export DESIGN_NAME = alu
export DESIGN_NICKNAME = alu
export VERILOG_FILES = /design/flow/design.v
export SDC_FILE = /design/flow/constraint.sdc
export NUM_CORES = 4
export LEC_CHECK = 1
export CORE_UTILIZATION = 30
</file>
<file path="design/flow/constraint.sdc">
current_design alu

set clk_period 12.0
set clk_io_pct 0.2

create_clock -name clk0 -period $clk_period

set non_clock_inputs [all_inputs -no_clocks]
set_input_delay [expr $clk_period * $clk_io_pct] -clock clk0 $non_clock_inputs
set_output_delay [expr $clk_period * $clk_io_pct] -clock clk0 [all_outputs]
</file>
<file path="design/flow/design.v">
module alu( dataA, dataB, Signal, dataOut, zero );
input [31:0] dataA;   
input [31:0] dataB;   
input [2:0] Signal;   
output [31:0] dataOut;   
output zero;
wire [31:0] temp;
wire [31:0] sum;
wire [31:0] Less;
wire invertB;
wire zero;
parameter AND = 3'b000;
parameter OR  = 3'b001;
parameter ADD = 3'b010;
parameter SUB = 3'b110;
parameter SLT = 3'b111;
assign invertB = ( Signal == SUB || Signal == SLT ) ? 1 : 0;
ALU_1bit ALU_1bit1( .dataA( dataA[0] ), .dataB( dataB[0] ), .Signal( Signal ), .cin( invertB ), .sum( sum[0] ), .cout( temp[0] ), .Less( 0 ), .invertB( invertB ) );
ALU_1bit ALU_1bit2( .dataA( dataA[1] ), .dataB( dataB[1] ), .Signal( Signal ), .cin( temp[0] ), .sum( sum[1] ), .cout( temp[1] ), .Less( 0 ), .invertB( invertB ) );
ALU_1bit ALU_1bit3( .dataA( dataA[2] ), .dataB( dataB[2] ), .Signal( Signal ), .cin( temp[1] ), .sum( sum[2] ), .cout( temp[2] ), .Less( 0 ), .invertB( invertB ) );
ALU_1bit ALU_1bit4( .dataA( dataA[3] ), .dataB( dataB[3] ), .Signal( Signal ), .cin( temp[2] ), .sum( sum[3] ), .cout( temp[3] ), .Less( 0 ), .invertB( invertB ) );
ALU_1bit ALU_1bit5( .dataA( dataA[4] ), .dataB( dataB[4] ), .Signal( Signal ), .cin( temp[3] ), .sum( sum[4] ), .cout( temp[4] ), .Less( 0 ), .invertB( invertB ) );
ALU_1bit ALU_1bit6( .dataA( dataA[5] ), .dataB( dataB[5] ), .Signal( Signal ), .cin( temp[4] ), .sum( sum[5] ), .cout( temp[5] ), .Less( 0 ), .invertB( invertB ) );
ALU_1bit ALU_1bit7( .dataA( dataA[6] ), .dataB( dataB[6] ), .Signal( Signal ), .cin( temp[5] ), .sum( sum[6] ), .cout( temp[6] ), .Less( 0 ), .invertB( invertB ) );
ALU_1bit ALU_1bit8( .dataA( dataA[7] ), .dataB( dataB[7] ), .Signal( Signal ), .cin( temp[6] ), .sum( sum[7] ), .cout( temp[7] ), .Less( 0 ), .invertB( invertB ) );
ALU_1bit ALU_1bit9( .dataA( dataA[8] ), .dataB( dataB[8] ), .Signal( Signal ), .cin( temp[7] ), .sum( sum[8] ), .cout( temp[8] ), .Less( 0 ), .invertB( invertB ) );
ALU_1bit ALU_1bit10( .dataA( dataA[9] ), .dataB( dataB[9] ), .Signal( Signal ), .cin( temp[8] ), .sum( sum[9] ), .cout( temp[9] ), .Less( 0 ), .invertB( invertB ) );
ALU_1bit ALU_1bit11( .dataA( dataA[10] ), .dataB( dataB[10] ), .Signal( Signal ), .cin( temp[9] ), .sum( sum[10] ), .cout( temp[10] ), .Less( 0 ), .invertB( invertB ) );
ALU_1bit ALU_1bit12( .dataA( dataA[11] ), .dataB( dataB[11] ), .Signal( Signal ), .cin( temp[10] ), .sum( sum[11] ), .cout( temp[11] ), .Less( 0 ), .invertB( invertB ) );
ALU_1bit ALU_1bit13( .dataA( dataA[12] ), .dataB( dataB[12] ), .Signal( Signal ), .cin( temp[11] ), .sum( sum[12] ), .cout( temp[12] ), .Less( 0 ), .invertB( invertB ) );
ALU_1bit ALU_1bit14( .dataA( dataA[13] ), .dataB( dataB[13] ), .Signal( Signal ), .cin( temp[12] ), .sum( sum[13] ), .cout( temp[13] ), .Less( 0 ), .invertB( invertB ) );
ALU_1bit ALU_1bit15( .dataA( dataA[14] ), .dataB( dataB[14] ), .Signal( Signal ), .cin( temp[13] ), .sum( sum[14] ), .cout( temp[14] ), .Less( 0 ), .invertB( invertB ) );
ALU_1bit ALU_1bit16( .dataA( dataA[15] ), .dataB( dataB[15] ), .Signal( Signal ), .cin( temp[14] ), .sum( sum[15] ), .cout( temp[15] ), .Less( 0 ), .invertB( invertB ) );
ALU_1bit ALU_1bit17( .dataA( dataA[16] ), .dataB( dataB[16] ), .Signal( Signal ), .cin( temp[15] ), .sum( sum[16] ), .cout( temp[16] ), .Less( 0 ), .invertB( invertB ) );
ALU_1bit ALU_1bit18( .dataA( dataA[17] ), .dataB( dataB[17] ), .Signal( Signal ), .cin( temp[16] ), .sum( sum[17] ), .cout( temp[17] ), .Less( 0 ), .invertB( invertB ) );
ALU_1bit ALU_1bit19( .dataA( dataA[18] ), .dataB( dataB[18] ), .Signal( Signal ), .cin( temp[17] ), .sum( sum[18] ), .cout( temp[18] ), .Less( 0 ), .invertB( invertB ) );
ALU_1bit ALU_1bit20( .dataA( dataA[19] ), .dataB( dataB[19] ), .Signal( Signal ), .cin( temp[18] ), .sum( sum[19] ), .cout( temp[19] ), .Less( 0 ), .invertB( invertB ) );
ALU_1bit ALU_1bit21( .dataA( dataA[20] ), .dataB( dataB[20] ), .Signal( Signal ), .cin( temp[19] ), .sum( sum[20] ), .cout( temp[20] ), .Less( 0 ), .invertB( invertB ) );
ALU_1bit ALU_1bit22( .dataA( dataA[21] ), .dataB( dataB[21] ), .Signal( Signal ), .cin( temp[20] ), .sum( sum[21] ), .cout( temp[21] ), .Less( 0 ), .invertB( invertB ) );
ALU_1bit ALU_1bit23( .dataA( dataA[22] ), .dataB( dataB[22] ), .Signal( Signal ), .cin( temp[21] ), .sum( sum[22] ), .cout( temp[22] ), .Less( 0 ), .invertB( invertB ) );
ALU_1bit ALU_1bit24( .dataA( dataA[23] ), .dataB( dataB[23] ), .Signal( Signal ), .cin( temp[22] ), .sum( sum[23] ), .cout( temp[23] ), .Less( 0 ), .invertB( invertB ) );
ALU_1bit ALU_1bit25( .dataA( dataA[24] ), .dataB( dataB[24] ), .Signal( Signal ), .cin( temp[23] ), .sum( sum[24] ), .cout( temp[24] ), .Less( 0 ), .invertB( invertB ) );
ALU_1bit ALU_1bit26( .dataA( dataA[25] ), .dataB( dataB[25] ), .Signal( Signal ), .cin( temp[24] ), .sum( sum[25] ), .cout( temp[25] ), .Less( 0 ), .invertB( invertB ) );
ALU_1bit ALU_1bit27( .dataA( dataA[26] ), .dataB( dataB[26] ), .Signal( Signal ), .cin( temp[25] ), .sum( sum[26] ), .cout( temp[26] ), .Less( 0 ), .invertB( invertB ) );
ALU_1bit ALU_1bit28( .dataA( dataA[27] ), .dataB( dataB[27] ), .Signal( Signal ), .cin( temp[26] ), .sum( sum[27] ), .cout( temp[27] ), .Less( 0 ), .invertB( invertB ) );
ALU_1bit ALU_1bit29( .dataA( dataA[28] ), .dataB( dataB[28] ), .Signal( Signal ), .cin( temp[27] ), .sum( sum[28] ), .cout( temp[28] ), .Less( 0 ), .invertB( invertB ) );
ALU_1bit ALU_1bit30( .dataA( dataA[29] ), .dataB( dataB[29] ), .Signal( Signal ), .cin( temp[28] ), .sum( sum[29] ), .cout( temp[29] ), .Less( 0 ), .invertB( invertB ) );
ALU_1bit ALU_1bit31( .dataA( dataA[30] ), .dataB( dataB[30] ), .Signal( Signal ), .cin( temp[29] ), .sum( sum[30] ), .cout( temp[30] ), .Less( 0 ), .invertB( invertB ) );
ALU_1bit ALU_1bit32( .dataA( dataA[31] ), .dataB( dataB[31] ), .Signal( Signal ), .cin( temp[30] ), .sum( sum[31] ), .cout( temp[31] ), .Less( 0 ), .invertB( invertB ) );
assign Less = { 31'b0, sum[31] };
assign dataOut = ( Signal == SLT ) ? Less : sum;
assign zero = ( sum == 32'b0 ) ? 1 : 0;
endmodule
module ALU_1bit( dataA, dataB, Signal, invertB, Less, cin, sum, cout );
input dataA;
input dataB;
input cin;
input [2:0] Signal;
input invertB;
input Less;
output sum;
output cout;
parameter AND = 3'b000;
parameter OR  = 3'b001;
parameter ADD = 3'b010;
parameter SUB = 3'b110;
parameter SLT = 3'b111;
wire AND_ans;
wire OR_ans;
wire ADD_ans;
wire invertDataB;
xor xor1( invertDataB, dataB, invertB );
Adder_1bit Adder_1bit( .dataA( dataA ), .dataB( invertDataB ), .cin( cin ), .sum( ADD_ans ), .cout( cout ) );
or or1( OR_ans, dataA, dataB );
and and1( AND_ans, dataA, dataB );
assign sum = ( Signal == AND ) ? AND_ans : ( Signal == OR ) ? OR_ans : ADD_ans;
endmodule
module Adder_1bit( dataA, dataB, cin, sum, cout );
input dataA, dataB, cin;
output sum, cout;
wire e1, e2, e3, e4;
xor xor1( e1, dataA, dataB );
xor xor2( sum, e1, cin );
or or1( e2, dataA, dataB );
and and1( e3, e2, cin );
and and2( e4, dataA, dataB );
or or2( cout, e3, e4 );
endmodule
</file>
<file path="design/flow/run.sh">
#!/bin/bash
# OpenROAD 26Q1-2900-gdf79404cd8, Yosys 0.63+post, stock flow scripts
make -C /OpenROAD-flow-scripts/flow DESIGN_CONFIG=/design/flow/config.mk WORK_HOME=/design/flow/orfs finish
</file>
==> deck_impl_summary.md <==
Key Metrics from the Run

Outcome
  – Run status: complete, but fails checks
  – Failing checks: setup timing

Cells and area
  – Reg area: 0 µm²
  – Filler cells: 555
  – Num sequential: 0
  – Layout cells sized above 1: 38.10%
  – Synthesis-to-finish area growth: 72.20%
  – Clkbuf count: 0
  – Finished Layout Cells: 413
  – Logic area: 0.002098 mm²

Route
  – Vias post-DR: 1923
  – DR vias/cell: 4.656
  – Drt wl/cell: 13.41 µm
  – Antenna-violating nets left: 0
  – Ant. Diodes: 0
  – DRC Markers: 0
  – DR pass1 iterations: 4
  – DR iter-0 viols: 27
  – WL final: 5537 µm

Power
  – PD cells: 68.10 mW/mm²
  – Internal: 142.2 µW
  – VDD IR-drop max: 39.82 µV
  – Switching Fraction: 39.33%
  – LEAKAGE: 1.355 nW
  – Comb pwr share: 100.0%
  – Reg power frac: 0%
  – NetSw: 92.15 µW
  – Clock power frac: 0%

Die
  – Core area: 0.006386 mm²
  – FP Core Util: 31.29%
  – IO Pins: 100
  – Die Wd: 83.61 µm
  – Die H: 83.61 µm
  – FP Rows: 29
  – Die area: 0.006991 mm²

GRT
  – Initial antenna violation count: 0
  – GRT Overall Usage: 16.21%
  – Pin count of the biggest net entering global routing: 35
  – Met1 Use GR: 23.60%
  – GR Util met2: 28.31%
  – Met3 usage: 1.908%
  – Busiest grt layer: met2
  – Vias in the first global route: 1931
  – Grt ovf: 0
  – First-pass GRT wire length: 9114 µm

Final timing
  – Tmin final: 17.24 ns
  – Slew HR: 57.68%
  – Min Hold Slack: 5.368 ns
  – Final Slew Violations: 0
  – Worst Max-Slew Pin Slew: 0.6348 ns
  – Final setup violation count: 16
  – Endpoints failing hold: 0
  – Fin crit share: 143.7%
  – RSZ-0062 raised after global routing: true
  – Slack of the critical path: -5.243 ns
  – Fmax: 57.99 MHz

Critical path
  – Crit-path slowest cell: or3b_4
  – Startpoint Class: input port
  – CP arrival: 14.84 ns
  – Most frequent CP cell: fa_2
  – CP endpoint kind: output pin
  – Critical path class: in -> out
  – Max incr delay on CP: 0.40 ns
  – Worst Path Max Fanout: 5
  – Worst EP required: 9.60 ns

Hold path
  – Min-Delay Path Class: in -> out
  – Worst hold start: Signal[2]
  – Hold Crit Depth: 6
  – Hold-critical path endpoint: dataOut[0]

Place
  – Placer's final routability congestion estimate: 0.7689
  – DPL Wire Length: 4423 µm
  – DP Cell Count: 404
  – IO buf count: 100

Synthesis
  – Cell count after synthesis: 217
  – Synth Area per Inst: 9.208 µm²
  – Ys Warns: 32
  – Mapped Area: 0.001998 mm²
  – Yosys stat chip area: 0.001998 mm²
  – Unique cell types: 30
  – Post-synthesis sequential area ratio: 0%
  – # Cells Yosys: 217

CTS
  – Hold-fix buffers, CTS: 0

Job
  – Tool warnings: 36
  – Max-cap viol count: 0
## cells by family after synthesis
family	synth area share [%]
adders and majority gates	46.84
and+or+nand+nor	12.27
AOI/OAI and AO/OA	4.195
muxes	15.03
buffers and inverters	7.201
xor gates and xnor gates	14.46
## Yosys cell counts
library cell | number | share of area [%]
mux2i_1 | 30 | 15
o221ai_1 | 1 | 0.44
nor4b_1 | 1 | 0.44
xnor2_1 | 29 | 13
nor4_1 | 2 | 0.63
buf_6 | 4 | 2.3
clkbuf_1 | 6 | 1.1
buf_4 | 1 | 0.38
or3b_2 | 1 | 0.44
maj3_1 | 31 | 16
o31ai_4 | 1 | 1.1
ha_1 | 2 | 1.3
fa_1 | 30 | 30
a31o_2 | 1 | 0.44
and3_1 | 2 | 0.63
or2_1 | 1 | 0.31
xor2_1 | 4 | 1.8
buf_2 | 4 | 1.0
a21oi_1 | 1 | 0.25
inv_1 | 10 | 1.9
nor2b_1 | 2 | 0.63
nand2_1 | 2 | 0.38
nand4_1 | 7 | 2.2
o21bai_1 | 1 | 0.38
nor3b_1 | 1 | 0.38
nand3_1 | 1 | 0.25
o21ai_0 | 5 | 1.3
nor2_1 | 32 | 6.0
a21o_1 | 1 | 0.38
buf_1 | 3 | 0.56
## power by group through the flow
| stage | sequential (mW) | combinational, mW | clock [mW] |
|---|---|---|---|
| after CTS | 0 | 0.226 | 0 |
| after global routing | 0 | 0.261 | 0 |
| final | 0 | 0.234 | 0 |
## critical path: cells and delay by family
family                     cells  cell delay [ns]
xor gates and xnor gates       1             0.13
and+or+nand+nor                3             0.60
adders and majority gates     30            10.70
buffers and inverters          8             0.68
AOI/OAI and AO/OA              3             0.30
## per-stage QoR
stage / setup slack (ns) / total power, mW / TNS [ns] / utilization (%) / area (µm²)
after floorplan: -4.749 / 0.09786 / -42.57 / - / 2107
after CTS: -5.352 / 0.2260 / -49.95 / 52.37 / 3344
after global placement: -5.912 / 0.2161 / -63.38 / 51.57 / 3293
final: -5.243 / 0.2343 / -48.26 / 53.88 / 3441
after detailed placement: -5.926 / 0.2177 / -63.57 / 51.57 / 3293
after global routing: -5.662 / 0.2615 / -53.99 / 53.88 / 3441
## layer usage
layer | up-vias | routed length (µm)
li1 | 967 | -
met1 | 895 | 2524
met2 | 61 | 2694
met3 | 0 | 318
met4 | 0 | 0
met5 | - | 0
## area by class of cell
type	count	area share (%)
inverters	10	1.091
multi-input cells	189	60.98
well taps	77	2.800
repair buffers	137	35.13
## cell usage in the layout (no fill, tap or decap), types with 4 or more instances in the layout
| master | count |
|---|---|
| nor2_2 | 5 |
| buf_2 | 17 |
| maj3_1 | 31 |
| fa_2 | 30 |
| nor2_4 | 8 |
| nor2_1 | 19 |
| inv_2 | 4 |
| inv_1 | 6 |
| buf_4 | 34 |
| nand4_1 | 7 |
| clkdlybuf4s50_1 | 77 |
| mux2i_1 | 18 |
| mux2i_2 | 11 |
| buf_6 | 4 |
| xor2_1 | 4 |
| xnor2_1 | 28 |
## timing repair
action	in CTS	in global routing
setup buffers	13	6
endpoints found under the hold margin	0	0
pin swaps	6	7
resized	100	24
endpoints found under the setup margin	18	18
## how the worst max path moves through the flow
stage     slack [ns]  endpoint      start
6_report       -5.24      zero  Signal[1]
5_1_grt        -5.66      zero  Signal[1]
4_1_cts        -5.35      zero  Signal[1]
No activity file was given, so power comes from the tool's default toggle rates.
